### ./run.sh
#!/bin/bash
# OpenROAD 26Q1-2900-gdf79404cd8, Yosys 0.63+post, stock flow scripts
make -C /OpenROAD-flow-scripts/flow DESIGN_CONFIG=/design/flow/config.mk WORK_HOME=/design/flow/orfs finish
### ./config.mk
export PLATFORM = sky130hd
export DESIGN_NAME = ALU
export DESIGN_NICKNAME = ALU
export VERILOG_FILES = /design/flow/design.v
export SDC_FILE = /design/flow/constraint.sdc
export NUM_CORES = 4
export LEC_CHECK = 1
export CORE_UTILIZATION = 50
### ./constraint.sdc
current_design ALU

set clk_period 33.4
set clk_io_pct 0.2

create_clock -name clk0 -period $clk_period

set non_clock_inputs [all_inputs -no_clocks]
set_input_delay [expr $clk_period * $clk_io_pct] -clock clk0 $non_clock_inputs
set_output_delay [expr $clk_period * $clk_io_pct] -clock clk0 [all_outputs]
### ./design.v
module ALU(
    input [63:0] in1, in2,
    input [4:0] fn,
    output reg [63:0] out,
    output zero, overflow, 
    output cout
);
wire [63:0] addition_result, subtraction_result, and_result, or_result, xor_result, not_result, nand_result, nor_result, xnor_result;
wire carry_out_add, carry_out_sub;
assign {carry_out_add, addition_result} = in1 + in2;  
assign {carry_out_sub, subtraction_result} = in1 - in2;  
assign not_result = ~in2;
assign and_result = in1 & in2;
assign or_result = in1 | in2;
assign xor_result = in1 ^ in2;
assign nand_result = ~(in1 & in2);
assign nor_result = ~(in1 | in2);
assign xnor_result = ~(in1 ^ in2);
always @(*) begin
    case(fn)
        5'b00000: out = addition_result;
        5'b00001: out = subtraction_result;
        5'b00010: out = and_result;
        5'b00011: out = or_result;
        5'b00100: out = xor_result;
        5'b00101: out = not_result;
        5'b00110: out = nand_result;
        5'b00111: out = nor_result;
        5'b01000: out = xnor_result;        
        default: out = 64'b0;
    endcase
end
assign zero = (out == 64'b0);
assign cout = (fn == 5'b00000) ? carry_out_add : (fn == 5'b00001) ? carry_out_sub : 1'b0;
assign overflow = (fn == 5'b00000 && (in1[63] == in2[63]) && (out[63] != in1[63])) || 
                  (fn == 5'b00001 && (in1[63] != in2[63]) && (out[63] != in1[63]));
endmodule
==> flow_summary.ini <==
; implementation run metrics
[job]
warnings = 161
drv_cap = 0

[power]
p_int_mw = 0.114
power_mw = 0.302
p_sw_share_pct = 62.3
p_leak_nw = 6.81
ir_worst_vdd_mv = 0.0116
p_sw_mw = 0.188
p_per_area_nw_per_um2 = 18.4

[synth]
top_area_cell = ha_1
synth_cell_types = 94
yosysWarnings = 1
synth.avg_cell_area_um2 = 6.15
common_cells = a21oi_1, nand2_1, inv_1
yosys_area_um2 = 14200
synth.most_common_cell = a21oi_1
yosys.area.top_type_share_pct = 16.9
synth_cells = 2305
syn_area_um2 = 14200
yosysSeqAreaShare_pct = 0
topCellsByArea = ha_1, a21oi_1, o21ai_0
ys_cells = 2305

[global_routing]
grt_pass1_wl_mm = 106
track_usage_pct = 48.8
first_global_vias = 17936
grt_start_max_net_pins = 55
grt_overflow = 0
antenna_found_initial = 0

[timing]
setup_viol = 0
tns_ns = 0
hold_viol_final = 0
rsz0062_at_grt = false
slew_violations = 0
max_freq_mhz = 49.8
period_needed_ns = 20.07
fin_crit_sh_pct = 60.1
worst_pin_slew_ns = 1.03
holdWs_ns = 14.47
slew_headroom_pct = 30.5

[placement]
hpwl_mm = 54.6
io_buffers = 200
place_congestion = 1.11
dpl-instance-area_um2 = 16500

[finish]
area_growth_pct = 16.1
seq_cells = 0
fillers = 2647
seq_area_um2 = 0
stdcell_area_um2 = 16500
clock_buffers = 0
drive_above_1_share_pct = 4.54

[floorplanning]
ios = 200
core-area_um2 = 27900
die-height_um = 170
chip_area_um2 = 29000
die_w_um = 170
fp_util_pct = 50.9
row_count = 61

[detailed_routing]
drtIter0Drc = 3034
post-route-drc-count = 0
via_per_inst = 7.04
num_vias = 19606
ant_nets = 0
drt_pre_antenna_iters = 7
wirelength_mm = 71.4
wl_per_cell_um = 25.7

[status]
status = completed

[critical_path]
crit_type = primary input to primary output
arrival_ns = 13.39
worst_setup_path_start_kind = primary input
required_ns = 26.72
crit_fanout = 12
crit_path_end_kind = primary output

[clock_tree]
holdBufCountCts = 0
postCtsResizedCells = 0
post-cts-setup-buffers = 0

[min_path]
hp-class = primary input to primary output
-- cells in the final DEF (no fill, tap or decap), drive strengths merged, types with 43 or more instances in the layout --
cell           netlist  routed
ha                 192     192
o21ai              200     200
buf                 22      43
nand3               43      43
clkdlybuf4s50        0     199
nand2              219     219
inv                215     215
nand4               46      46
nor2               203     203
a21oi              250     250
nor3                70      70
nor4                48      48
-- layer usage --
layer	part of all wire, %	vias up	track usage [%]
met2	40	1597	70.9
met4	7.0	0	27.4
li1	-	8849	-
met3	15	350	15.4
met1	38	8810	63.7
met5	0	-	0
-- power by group through the flow --
stage | Sequential [mW] | Combinational, mW | Clock, mW
CTS | 0 | 0.289 | 0
global route | 0 | 0.322 | 0
-- final cells by class --
class	instances	area [um2]	area share [%]
repair buffers	242	2310	14.0
multi-input cells	1945	12900	78.1
inverters	216	811	4.92
well taps	378	473	2.87
diodes	2	5.00	0.0304
-- stage by stage --
stage                     setup WS [ns]  utilization, %  std cells
after detailed placement          13.57            59.1       2781
after global routing              13.41            59.1       2781
after global placement            13.58            59.1       2781
after CTS                         13.56            59.1       2781
after floorplan                   16.34               -       2305
final                             13.33            59.1       2783
-- worst max-delay path, stage by stage --
cell	delay (ns)
clkdlybuf4s50_1	0.56
inv_1	0.09
ha_1	0.45
a21oi_1	0.30
o21ai_0	0.11
a211oi_1	0.58
a31oi_1	0.38
a21oi_1	0.62
o22ai_1	0.22
o311a_1	0.36
or4_1	0.56
or4_1	0.64
nor4_1	0.79
nand4bb_1	0.21
nor4_2	0.30
clkdlybuf4s50_1	0.53
-- kinds of logic (layout without fill, tap and decap cells) --
logic type / count (synthesis) / count (layout) / synth area share (%)
AOI/OAI and AO/OA: 924 / 924 / 43.4
and+or+nand+nor: 791 / 791 / 27.4
buffers and inverters: 360 / 458 / 9.60
adders and majority gates: 194 / 194 / 17.2
xor gates and xnor gates: 20 / 20 / 1.23
muxes: 16 / 16 / 1.15
other: 0 / 2 / 0
-- path summary, 6_finish.rpt --
path                 from       end  cells after the start
setup / recovery  in2[11]      zero                     16
hold / removal    in1[63]  overflow                      4
No activity file was given, so power comes from the tool's default toggle rates.
